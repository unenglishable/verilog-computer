==> design.v <==
module DMemory_IO(
		rdata,		 
		io_display,	 
		clock,		 
		addr,		 
		wdata,		 
		write,		 
		read,		 
		io_sw0,		 
		io_sw1		 
		);
output [15:0] rdata;
output [6:0] io_display;
input clock;
input [15:0] addr;
input [15:0] wdata;
input write;
input read;
input io_sw0;
input io_sw1;
reg [15:0] memcell[0:127];  
reg [15:0] rdata;
wire [15:0] mem_rdata;	 
wire [15:0] io_rdata;    
reg [6:0] io_display;  
assign mem_rdata = memcell[addr[7:1]];  
assign io_rdata = {14'd0,io_sw1,io_sw0};
always @(addr or mem_rdata or io_rdata or read)
	begin
	if (read == 0) rdata = 0;
	else  
		begin
		if (addr >= 0 && addr < 256) 	rdata = mem_rdata; 
		else if (addr == 16'hfff0) 		rdata = io_rdata;
		else rdata = 0;  
		end
	end
always @(posedge clock)
	if (write == 1 && addr == 16'hfffa) io_display <= wdata[6:0];
always @(posedge clock)
	if (write == 1 && addr[15:8] == 0) memcell[addr[7:1]] <= wdata;
endmodule
module RegFile(
	rdata1,			 
	rdata2,			 
	clock,		
	wdata,			 
	waddr,			 
	raddr1,			 
	raddr2,			 
	write			 
	);			
output [15:0] rdata1, rdata2;
input clock;
input [15:0] wdata; 			
input [2:0] raddr1, raddr2; 	
input [2:0] waddr; 			
input write;					
reg [15:0] rdata1, rdata2;
reg [15:0] regcell[0:7];		 
always @(negedge clock) if (write==1) regcell[waddr]<=wdata;
always @(raddr1 or regcell[raddr1]) 
	if (raddr1 == 0) 	rdata1 = 0;
	else 				rdata1 = regcell[raddr1];
always @(raddr2 or regcell[raddr2]) 
	if (raddr2 == 0) 	rdata2 = 0;
	else 				rdata2 = regcell[raddr2];
endmodule
module ALU(
	result,			 
	zero_result,	 
	indata0,		 
	indata1,		 
	select			 
	);		
output [15:0] result;
output zero_result;
input [15:0] indata0, indata1;
input [2:0] select;
reg [15:0] result;
reg zero_result;
always @(indata0 or indata1 or select)
	case(select)
	0: result = indata0 + indata1;
	1: result = indata0 - indata1;
	2: result = (indata0 - indata1) >> 15;
	3: result = indata0 | indata1;
	4: result = indata0 & indata1;
	default: result = 0;
	endcase
always @(result)  
	if (result == 0) 	zero_result = 1;
	else 			  	zero_result = 0;
endmodule
module MUX2(
	result,		 
	indata0,	 
	indata1,	 
	select		 
	);	
output [15:0] result;
input [15:0] indata0, indata1;
input select;
reg [15:0] result;
always @(indata0 or indata1 or select)
	case(select)
	0: result = indata0;
	1: result = indata1;
	endcase
endmodule
module MUX2_Address(
	result,		 
	indata0,	 
	indata1,	 
	select		 
	);	
output [2:0] result;
input [2:0] indata0, indata1;
input select;
reg [2:0] result;
always @(indata0 or indata1 or select)
	case(select)
	0: result = indata0;
	1: result = indata1;
	endcase
endmodule
module MUX4(
	result,		 
	indata0,	 
	indata1,	 
	indata2,	 
	indata3,	 
	select		 
	);	
output [15:0] result;
input [15:0] indata0, indata1, indata2, indata3;
input [1:0] select;
reg [15:0] result;
always @(indata0 or indata1 or indata2 or indata3 or select)
	case(select)
	0: result = indata0;
	1: result = indata1;
	2: result = indata2;
	3: result = indata3;
	endcase
endmodule
module SignExt(
	result,		 
	value		 
	);		
output [15:0] result;
input [6:0] value;
assign result = {{9{value[6]}},value };  
endmodule
==> run.sh <==
#!/bin/bash
# OpenROAD 26Q1-2900-gdf79404cd8, Yosys 0.63+post, stock flow scripts
make -C /OpenROAD-flow-scripts/flow DESIGN_CONFIG=/design/flow/config.mk WORK_HOME=/design/flow/orfs finish
==> config.mk <==
export PLATFORM = sky130hd
export DESIGN_NAME = MUX4
export DESIGN_NICKNAME = MUX4
export VERILOG_FILES = /design/flow/design.v
export SDC_FILE = /design/flow/constraint.sdc
export NUM_CORES = 4
export LEC_CHECK = 1
export CORE_AREA = 10 10 70 70
export DIE_AREA = 0 0 80 80
==> constraint.sdc <==
current_design MUX4

set clk_period 1.1
set clk_io_pct 0.2

create_clock -name clk0 -period $clk_period

set non_clock_inputs [all_inputs -no_clocks]
set_input_delay [expr $clk_period * $clk_io_pct] -clock clk0 $non_clock_inputs
set_output_delay [expr $clk_period * $clk_io_pct] -clock clk0 [all_outputs]
==> run_results.csv <==
group,metric,value,unit
cells_and_area,area_growth,173,%
drt,drt_pass1_iterations,2,
setup_path,crit_family,"multiplexers",
job,tool_warnings,35,
cells_and_area,seqCellArea,0,µm²
setup_path,worst_ep_required_time,0.88,ns
setup_path,path_common_cell,"buf_12",
global_routing,met1_usage,9.73,%
global_routing,met3_usage,5.34,%
synthesis,xor_area_share,0,%
placed_design,place_congestion,0.804,
job,cap_violations,0,
synthesis,synth_cells,20,
global_routing,grt_pass1_wl,4.17,mm
final_timing,hold_viol,0,
synthesis,synthSimpleGateAreaFrac,0,%
run_status,status,"complete, but fails checks",
floorplanning,initCoreUtil,12.4,%
drt,wl,2.73,mm
drt,ant_nets,0,
setup_path,cp_cell_sequence,"buf_12 -> buf_12 -> mux4_2 -> buf_2",
final_timing,worst_pin_slew,0.113,ns
hold_path,min_from,"indata1[10]",
global_routing,grt_max_degree,9,
power,ir_drop,0.0918,mV
power,power_density,315,mW/mm²
synthesis,synth_adder_area_share,0,%
setup_path,worstPathArrival,1.07,ns
setup_path,cp_slowest_cell,"mux4_2",
final_timing,period_needed,1.29,ns
floorplanning,dieArea,0.00640,mm²
final_timing,setup_slack,-0.187,ns
setup_path,path_buffers,3,
setup_path,critPathMaxStageDelay,0.49,ns
synthesis,top_logic_kind,"multiplexers",
setup_path,worstSetupStartpoint,"select[0]",
placed_design,dp_slack,-1.06,ns
setup_path,crit_path_end_kind,"output pin",
drt,viasPerCell,4.05,
drt,drt_iter0_markers,2,
setup_path,startpoint_type,"input pin",
cells_and_area,layout_top_cell,"dlygate4sd2_1",
cells_and_area,drive_gt1_share,36.3,%
final_timing,setup_violations,16,
global_routing,use_met2,13.2,%
synthesis,post-synth-top-area-cell,"mux4_2",
synthesis,synth_top_area_share,53.1,%
cells_and_area,fillCellCount,377,
synthesis,yosysCellCount,20,
synthesis,ys_sh_aoi,0,%
drt,n_antenna_cell,0,
final_timing,slew_viol_final,0,
floorplanning,fp.dieW,80,µm
placed_design,dp.final_hpwl,2.42,mm
synthesis,top_cells_by_area,"mux4_2, mux4_1, buf_12",
setup_path,cp_max_fo,8,
floorplanning,core_area,0.00342,mm²
final_timing,rsz0062_at_grt,"true",
final_timing,max_freq,777,MHz
synthesis,yosys_area,424,µm²
placed_design,port-buffer-count,82,
global_routing,first_global_vias,793,
power,leakage,0.000550,µW
floorplanning,rows,21,
synthesis,yosysWarnings,1,
cells_and_area,mi_logic_area,360,µm²
hold_path,hold_path_class,"in -> out",
floorplanning,chipHeight,80,µm
cells_and_area,n_clock_buffer,0,
drt,drc_errors,0,
floorplanning,io_pins,82,
clock_tree,holdBufCountCts,0,
global_routing,antenna_found_initial,0,
final_timing,setup_tns,-2.82,ns
synthesis,ys_sh_mux,90.3,%
final_timing,fin_crit_sh,117,%
synthesis,ys_seq_share,0,%
global_routing,grt-busiest-layer,"met2",
final_timing,slew_headroom,92.4,%
cells_and_area,lay_top_cells,"dlygate4sd2_1, mux4_2, buf_2",
global_routing,grt_overflow,0,
synthesis,ys_types,5,
setup_path,critical_path_class,"in -> out",
synthesis,synth.avg_cell_area,21.2,µm²
synthesis,netlist_area,424,µm²
global_routing,grt_usage,8.27,%
cells_and_area,flops,0,
drt,vias,599,
run_status,violations,"negative setup slack",
drt,wl_per_cell,18.5,µm
cells in the mapped netlist:
cell,number
mux4_1,6
mux4_2,10
buf_6,1
buf_12,1
buf_2,2
stage by stage:
step	total power (µW)	hold slack [ns]	std cells	cell area, µm²	utilization [%]
global placement	486	1.56	147	1300	37.9
detailed placement	487	1.57	147	1300	37.9
floorplan	126	0.599	20	433	-
CTS	375	0.931	148	1160	33.9
finish	365	0.925	148	1160	33.9
global route	402	0.947	148	1160	33.9
path summary, 6_finish.rpt:
path                endpoint  slack, ns  depth (start not counted)
hold / removal    result[10]       0.92                          3
setup / recovery   result[0]      -0.19                          4
final cells by class:
class | count | area share [%]
Multi-Input combinational cell | 16 | 31.1
Tap cell | 46 | 4.97
Timing Repair Buffer | 86 | 63.9
report_power, final:
| part | internal (µW) | switching (µW) | leakage [µW] | total [µW] |
|---|---|---|---|---|
| logic | 276 | 89.0 | 0.000550 | 365 |
| registers | 0 | 0 | 0 | 0 |
| clock network | 0 | 0 | 0 | 0 |
| total | 276 | 89.0 | 0.000550 | 365 |
repair_timing:
item,4_1_cts,5_1_grt
gates resized,131,1
endpoints found under the setup margin,16,16
setup buffers,0,0
cloned,1,0
cells by family after synthesis:
kind of cell,after synthesis
muxes,16
buffers and inverters,4
routing by layer:
metal,routed length [µm],up-vias
met4,0,0
met2,1110,65
met5,0,-
met3,473,0
li1,-,268
met1,1150,266
No activity file was given, so power comes from the tool's default toggle rates.
